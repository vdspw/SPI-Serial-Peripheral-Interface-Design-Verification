==> /design/flow/design.v <==
module fsm_spi(
  input wire clk,	 
  input wire rst, 	 
  input wire tx_enable,  
  output reg mosi,		 
  output reg cs,		 
  output reg sclk		 
);
typedef enum logic [1:0] 
{
  idle = 0,      
  start_tx = 1,  
  tx_data =2,    
  end_tx =3		 
}state_type;
state_type state,next_state; 
reg[7:0] din = 8'b10101010;  
reg spi_clk =0;
reg [2:0] count =0;  
integer bit_count = 0; 
always@(posedge clk)
  begin
    case(next_state)   
      idle:
        begin
          spi_clk <=0;  
        end
      start_tx:   
        begin
          if(count <3'b011 || count == 3'b111)  
            spi_clk <=1'b1;					 
          else
            spi_clk <=1'b0;
        end
      tx_data:
        begin
          if(count <3'b011 || count == 3'b111)  
            spi_clk <=1'b1; 
          else
            spi_clk <=1'b0;
        end
      end_tx:
        begin
          if(count< 3'b011)
            spi_clk <= 1'b1;
          else
            spi_clk <= 1'b0;
        end
      	default: spi_clk <= 1'b0;
    endcase
   end
always@(posedge clk)
  begin
    if(rst)
      state <= idle;
    else
      state <= next_state;
  end
always@(*)
  begin
    case (state)
      idle:
        begin
          mosi = 1'b0;  
          cs = 1'b1;    
          if(tx_enable)
            next_state = start_tx;  
          else
            next_state = idle;
        end
      start_tx:
        begin
          cs = 1'b0;	 
          if(count == 3'b111)
            next_state = tx_data;
          else 
            next_state = start_tx;
        end
      tx_data:
        begin
          mosi = din[7-bit_count];  
          if(bit_count !=8)begin
            next_state = tx_data;
          end
          else begin
            next_state = end_tx;
            mosi = 1'b0;
          end
        end
      default: next_state = idle;
    endcase
  end
always@(posedge clk)
  begin
    case(state)
		idle:
          begin
            count <=0;
            bit_count <= 0;
          end
      start_tx :
        count <= count+1;
      tx_data:
        begin
          if(bit_count !=8)
            begin
              if(count < 3'b111)
                count <= count +1;
              else
                begin
                  count <= 0;
                  bit_count <= bit_count + 1;
                end
            end
        end
      end_tx:
        begin
          count <= count +1;
          bit_count <=0;
        end
      default:
        begin
          count <= 0;
          bit_count <= 0;
        end
    endcase
  end
  assign sclk = spi_clk;
endmodule
==> /design/flow/run.sh <==
#!/bin/bash
# OpenROAD 26Q1-2900-gdf79404cd8, Yosys 0.63+post, stock flow scripts
make -C /OpenROAD-flow-scripts/flow DESIGN_CONFIG=/design/flow/config.mk WORK_HOME=/design/flow/orfs finish
==> /design/flow/config.mk <==
export PLATFORM = sky130hd
export DESIGN_NAME = fsm_spi
export DESIGN_NICKNAME = fsm_spi
export VERILOG_FILES = /design/flow/design.v
export SDC_FILE = /design/flow/constraint.sdc
export NUM_CORES = 4
export LEC_CHECK = 1
export CORE_UTILIZATION = 40
==> /design/flow/constraint.sdc <==
current_design fsm_spi

set clk_period 5.0
set clk_io_pct 0.2

create_clock -name clk0 -period $clk_period [get_ports {clk}]

set non_clock_inputs [all_inputs -no_clocks]
set_input_delay [expr $clk_period * $clk_io_pct] -clock clk0 $non_clock_inputs
set_output_delay [expr $clk_period * $clk_io_pct] -clock clk0 [all_outputs]
==> impl_metrics.tcl <==
# metrics dict for downstream scripts
set metrics [dict create \
    ir_drop_v 0.000148 \
    worstPathMaxFanout 16 \
    port_buffers 5 \
    placeableCoreArea_um2 5510 \
    rows 27 \
    fillCellCount 527 \
    cts.repair.resized 0 \
    drt_wl_cell_um 14.8 \
    synth_chip_area_um2 2270 \
    syn_area_um2 2270 \
    async_flop_share_pct 0 \
    cts-root-to-sink-buffers 2 \
    layout.area.comb_um2 1040 \
    power_density_nw_per_um2 301 \
    drc 0 \
    number_of_global_route_vias_before_repair 1558 \
    ctsRootBufferMaster "sky130_fd_sc_hd__clkbuf_8" \
    worstMarginPinSlew_ps 674 \
    htree_levels 2 \
    syn-instance-count 225 \
    synth_area_per_cell_um2 10.1 \
    synth-cells-yosys 225 \
    fraction_of_post_synthesis_cell_area_in_the_top_cell_type_by_area_pct 46.2 \
    finalSetupViolCount 0 \
    chipArea_um2 5990 \
    crit_path_end_kind "register" \
    ff2ff_setup_slack_ps 2410 \
    flop_area_um2 1180 \
    rsz0062_at_grt "false" \
    ys_ff 42 \
    via_per_inst 5.73 \
    hpwl_detailed_mm 2.87 \
    drt_pass1_iterations 4 \
    fin_total_pwr_uw 752 \
    mostFrequentLayoutCells "sky130_fd_sc_hd__edfxtp_1, sky130_fd_sc_hd__nor2_1, sky130_fd_sc_hd__a21oi_1" \
    fraction_of_layout_instances_using_a_drive_strength_above_1_pct 5.22 \
    maximum_clock_skew_at_final_layout_ps 8.97 \
    ctsHoldBuffers 0 \
    yosys_most_used_dff "sky130_fd_sc_hd__edfxtp_1" \
    max_slew_margin_pct 55.0 \
    io_pins 6 \
    max-cap-violations 0 \
    area.growth.synth_to_final_pct 9.69 \
    cts_tree "built" \
    fmaxAchievable_mhz 387 \
    number_of_nets_with_antenna_violations_after_routing 0 \
    outcome "completed" \
    ys_types 35 \
    worstPathArrival_ps 2730 \
    cts_setup_buffers 0 \
    final_cell_area_um2 2490 \
    wl_mm 4.48 \
    number_of_antenna_violations_at_the_first_check_in_global_routing 0 \
    die_w_um 77.4 \
    finalCritPeriodShare_pct 51.7 \
    die_y_um 77.4 \
    grt_first_pass_wirelength_mm 7.62 \
    finish.cell_count_without_fillers 302 \
    final-hold-violation-count 0 \
    grt-ovfl-total 0 \
    clk_pin_slew_ps 80 \
    untimed_endpoints 4 \
    cp.required_ps 5150 \
    floorplanUtilization_pct 41.3 \
    top_cell_type_by_total_area_after_synthesis "sky130_fd_sc_hd__edfxtp_1" \
    min-delay-path-class "reg -> reg" \
    mostFrequentLayoutCell "sky130_fd_sc_hd__edfxtp_1" \
    log_warnings 27 \
    fin_crit_ps 2590 \
    ys.warnings.count 2 \
    dp.cells 294 \
    dpl_cell_area_um2 2390 \
    static-leakage-power_nw 0.811 \
    grt_max_degree 33 \
    synth.top_cells.by_area "sky130_fd_sc_hd__edfxtp_1, sky130_fd_sc_hd__a21oi_1, sky130_fd_sc_hd__dfxtp_1" \
    routed-via-count 1731 \
    grt_util_all_layers_pct 16.6 \
    drtIter0Drc 93 \
    number_of_buffers_added_by_the_clock_tree_synthesis_step 5 \
    antenna_cells_inserted 0 \
    gp_routability_congestion 0.808 \
    tns_ps 0 \
    worst-setup-path-type "reg -> reg" \
    worstSetupStartpointType "register" \
    drv_slew 0 \
    number_of_enable_flip_flop_cells 35 \
    count_of_unclocked_register_or_latch_pins 2 \
    clock_insertion_delay_worst_skew_ps 290 \
]
## layer usage
metal	GRT usage (%)	part of all wire, %	up-vias
met1	28.2	53	829
met3	3.11	3.1	4
met5	0	0	-
li1	-	-	873
met2	24.2	43	25
met4	1.89	0.89	0
## synthesized netlist by cell type, types with 2 or more instances
library cell	count
sky130_fd_sc_hd__nor3_1	4
sky130_fd_sc_hd__dlxtn_1	2
sky130_fd_sc_hd__ha_1	7
sky130_fd_sc_hd__o21ai_0	12
sky130_fd_sc_hd__and4_1	5
sky130_fd_sc_hd__nor4_1	7
sky130_fd_sc_hd__nand2_1	11
sky130_fd_sc_hd__and3_1	2
sky130_fd_sc_hd__nand4_1	11
sky130_fd_sc_hd__edfxtp_1	35
sky130_fd_sc_hd__buf_2	2
sky130_fd_sc_hd__o31ai_1	7
sky130_fd_sc_hd__dfxtp_1	5
sky130_fd_sc_hd__nor2b_1	2
sky130_fd_sc_hd__nor2_1	24
sky130_fd_sc_hd__or4_1	8
sky130_fd_sc_hd__xnor2_1	5
sky130_fd_sc_hd__clkbuf_1	6
sky130_fd_sc_hd__nand3_1	11
sky130_fd_sc_hd__or3_1	10
sky130_fd_sc_hd__nor4b_1	3
sky130_fd_sc_hd__inv_1	7
sky130_fd_sc_hd__a211oi_1	2
sky130_fd_sc_hd__a21oi_1	20
sky130_fd_sc_hd__xor2_1	7
## kinds of logic after synthesis
kind of cell	count (synthesis)	share of synthesized area, %
and+or+nand+nor	101	24.7
AOI/OAI and AO/OA	47	12.1
DFF	40	50.6
buffers and inverters	16	2.75
xor gates and xnor gates	12	4.62
adders and majority gates	7	3.85
latches	2	1.32
## worst max-delay path: stages, from the launching register on
cell,delay [ps]
sky130_fd_sc_hd__edfxtp_1,460
sky130_fd_sc_hd__ha_1,190
sky130_fd_sc_hd__nand4_1,310
sky130_fd_sc_hd__or4_1,760
sky130_fd_sc_hd__or4_1,580
sky130_fd_sc_hd__a21oi_1,150
## state kept, by name, indices dropped and copies added, names as in the netlist
signal     count
bit_count     32
count          3
cs             1
mosi           1
spi_clk        1
state          4
## report_power, final
| part | internal (mW) | total (mW) | switching (mW) | leakage [nW] |
|---|---|---|---|---|
| Clock | 0.128 | 0.246 | 0.118 | 0.0534 |
| Sequential | 0.399 | 0.438 | 0.0387 | 0.435 |
| Combinational | 0.0306 | 0.0676 | 0.0370 | 0.323 |
## final timing paths
kind | end | startpoint | cells past startpoint
setup / recovery | bit_count[29]$_SDFFCE_PP0P_ | bit_count[3]$_SDFFCE_PP0P_ | 5
hold / removal | state[1]$_DFF_P_ | state[2]$_DFF_P_ | 2
setup reg to reg | bit_count[29]$_SDFFCE_PP0P_ | bit_count[3]$_SDFFCE_PP0P_ | 5
hold reg to reg | state[1]$_DFF_P_ | state[2]$_DFF_P_ | 2
## stage by stage
step | hold slack [ps] | utilization [%] | worst slack (ps)
final | 549 | 45.3 | 2410
after floorplan | 476 | - | 2000
after global routing | 571 | 45.3 | 2190
after detailed placement | 530 | 43.4 | 2390
after global placement | 526 | 43.4 | 2400
after CTS | 548 | 45.3 | 2400
## cell type report
class | instances | area share [%]
Clock buffer | 7 | 3.91
Clock inverter | 1 | 0.201
Inverter | 7 | 1.05
Multi-Input combinational cell | 167 | 41.5
Sequential cell | 42 | 47.4
Tap cell | 72 | 3.61
Timing Repair Buffer | 6 | 2.31
Power is estimated from default activity; no workload was simulated.
