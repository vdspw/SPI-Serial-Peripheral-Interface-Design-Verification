### design/flow/design.v
module spi(
  input clk,newd,rst,  
  input [11:0] din,   
  output reg sclk,cs,mosi  
);
  typedef enum bit[1:0]
  { idle = 2'b00,enable = 2'b01, send = 2'b10, comp = 2'b11}  
  state_type;
  state_type state = idle;  
  int countc = 0;
  int count = 0;
  always@(posedge clk) begin
    if(rst == 1'b1)begin
      countc <=0;
      sclk <= 1'b0;
    end
    else begin
      if(count < 10) begin
        countc <= countc+1;
      end
      else begin
        countc <= 0;
        sclk <= ~sclk;
      end
    end
  end
  reg [11:0] temp;
  always@(posedge sclk)begin
    if(rst ==1'b1)begin
      cs <= 1'b1;   
      mosi <= 1'b0;  
    end
    else begin
      case(state)
        idle: begin
          		if(newd == 1'b1)begin
                  state <= send;
                  cs <= 1'b0;
                  temp <= din;  
          		end
          		else begin
                  state <= idle;
                  temp <= 8'h00;  
                end
        	  end
        send :begin
          if(count <= 11) begin  
            mosi <= temp[count];  
            count = count +1;  
          		 end
          else begin
            count <= 0;		 
            state <= idle;  
            cs <= 1'b1;	   
            mosi <= 1'b0;  
          end
        	  end
        default : state <= idle;
      endcase
    end
  end
endmodule
### design/flow/run.sh
#!/bin/bash
# OpenROAD 26Q1-2900-gdf79404cd8, Yosys 0.63+post, stock flow scripts
make -C /OpenROAD-flow-scripts/flow DESIGN_CONFIG=/design/flow/config.mk WORK_HOME=/design/flow/orfs finish
### design/flow/config.mk
export PLATFORM = sky130hd
export DESIGN_NAME = spi
export DESIGN_NICKNAME = spi
export VERILOG_FILES = /design/flow/design.v
export SDC_FILE = /design/flow/constraint.sdc
export NUM_CORES = 4
export LEC_CHECK = 1
export CORE_UTILIZATION = 40
### design/flow/constraint.sdc
current_design spi

set clk_period 1.5
set clk_io_pct 0.2

create_clock -name clk0 -period $clk_period [get_ports {clk}]

set non_clock_inputs [all_inputs -no_clocks]
set_input_delay [expr $clk_period * $clk_io_pct] -clock clk0 $non_clock_inputs
set_output_delay [expr $clk_period * $clk_io_pct] -clock clk0 [all_outputs]
==> out/metrics.yaml <==
netlist_instances: 217
fill_cells: 542
largest_net_degree_at_the_start_of_global_routing: 48
gp_routability_congestion: 0.820
ys_seq_frac: 0.563
cts_resized: 0
worstHoldEndpoint: "sclk"
achievable-frequency_mhz: 899
p_int_mw: 0.290
wirelength_microns: 3990
hold_violations: 0
total_leakage_power_nw: 0.893
core_util_floorplan: 0.418
timing_worst_setup_path_type: "flip-flop to primary output"
chip_area_sq_um: 6590
hold_path.class: "flip-flop to flip-flop"
gr-usage-all-layers: 0.144
worst-path-buf-inv: 1
endpoint_kind: "primary output"
worstPathCellList: "clkdlybuf4s50_1"
worst_clock_skew_ns: 0
netlist_area_sq_um: 2510
drtPass1Iterations: 4
yosysChipArea_sq_um: 2510
p_per_area_nw_per_um2: 153
slew_headroom: 0.524
switching_power_of_the_nets_mw: 0.134
tool_warnings: 28
reg2reg_setup_slack_ns: 0.67
avgViaCountPerCell: 5.13
cap_violations: 0
antenna_violations_before_repair: 0
untimed_endpoints: 94
finalClockPeriodUsage: 0.742
worst_r2r_endpoint: "sclk"
ir_drop_uv: 179
synth_area_per_inst_sq_um: 11.5
power_frac_clock: 0
final.setup.worst_slack_ns: 0.388
power.share.combinational: 0.426
drt-wirelength-per-cell_microns: 13.1
grt-ovfl-total: 0
grt_pass1_vias: 1500
placement.setup.worst_slack_ns: 0.386
drive_gt1_frac: 0.0696
ff2ff_path_depth: 3
grt_setup_unrepaired: "false"
timing.hold.worst.start: "sclk"
ys_cells: 217
core_area_sq_um: 5990
hpwl_microns: 2790
reg2reg_from: "sclk"
drc_errors: 0
timing.setup.tns_ns: 0
route.antenna.remaining_nets: 0
worst_setup_path_start_kind: "flip-flop"
route.antenna.diode_count: 0
power.total_mw: 0.424
clk-insertion-delay-late_ns: 0
synth.distinct_cells: 32
place.port_buffers: 17
sequential_cell_area_sq_um: 1410
worst_slew_pin_slew_ns: 0.708
seqPwrFrac: 0.574
row_count: 28
layout.area.comb_sq_um: 1040
hold_depth: 3
final_max_slew_viol_count: 0
area_delta_synth_final_pct: 10.5
die_height_microns: 81.2
critical_path.slowest_cell: "clkdlybuf4s50_1"
drt_iter0_drc: 96
final_layout_top_logic_cell: "edfxtp_1"
die-width_microns: 81.2
cts.clk_slew.worst_paths_ns: 0
final_period_minus_worst_setup_slack_ns: 1.11
cts_post_setup_buffers_inserted: 0
finalSetupViolCount: 0
hold_buffers: 0
layout_top_cells_excl_fill_tap: "45 x edfxtp_1, 37 x nor2_1, 22 x xor2_1"
run_status: "finished clean"
synth_flop_count: 48
power_switching_share: 0.316
grt_pass1_wl_microns: 7070
timing.critical_path.max_delay_family: "buffers and inverters"
register_pins_left_without_a_clock: 47
cp.arrival_ns: 0.81
cp_data_required_time_ns: 1.20
vias: 1564
synthesis.yosys.warnings: 1
critical_path.max_stage_delay_ns: 0.47
cp_max_fo: 3
top_level_ports: 18
==> Yosys cell counts <==
cell,number,share of area
a21oi_1,4,0.0080
a32o_1,1,0.0040
and2_0,1,0.0025
and2_1,13,0.032
and3_1,3,0.0075
and4_1,5,0.017
buf_2,3,0.0060
buf_4,1,0.0030
clkbuf_1,4,0.0060
dfxtp_1,3,0.024
edfxtp_1,45,0.54
ha_1,1,0.0050
inv_1,5,0.0075
mux4_2,3,0.027
nand2_1,11,0.016
nand2_2,1,0.0025
nand3_1,11,0.022
nand4_1,9,0.022
nand4_2,3,0.015
nor2_1,37,0.055
nor2b_1,3,0.0075
nor3_1,2,0.0040
nor4_1,8,0.020
nor4_2,1,0.0050
nor4_4,2,0.017
nor4b_1,1,0.0035
o21a_1,1,0.0030
o21ai_0,2,0.0040
o21bai_1,1,0.0030
or3_1,2,0.0050
xnor2_1,8,0.028
xor2_1,22,0.077
==> layout make-up <==
type | instances | share of cell area
inverter | 5 | 0.00678
multi-input combinational | 156 | 0.377
sequential | 48 | 0.510
tap | 75 | 0.0339
timing repair buffer | 21 | 0.0723
==> worst max-delay path by stage <==
stage / start / endpoint / slack, ns / depth (start not counted)
5_1_grt: sclk / sclk / 0.32 / 1
6_report: sclk / sclk / 0.39 / 1
4_1_cts: sclk / sclk / 0.38 / 1
==> power groups by stage <==
stage,logic (mW),registers [mW],clock network (mW)
6_report,0.181,0.244,0
5_1_grt,0.204,0.253,0
4_1_cts,0.185,0.244,0
==> registers in the layout (all words and copies together), names as in the netlist <==
signal	count
mosi	1
count	32
state	1
sclk	1
cs	1
temp	12
==> kinds of logic (layout without fill, tap and decap cells) <==
| family | count (synthesis) | after routing | synth area share |
|---|---|---|---|
| fa+ha+maj | 1 | 1 | 0.00499 |
| compound gates | 9 | 9 | 0.0220 |
| mux | 3 | 3 | 0.0270 |
| xor+xnor | 30 | 30 | 0.105 |
| simple gates | 113 | 113 | 0.256 |
| flops | 48 | 48 | 0.563 |
| buf+inv | 13 | 26 | 0.0225 |
==> through the flow <==
step           hold slack [ns]  area (sq um)  utilization  instances
2_1_floorplan            0.372          2510            -        217
3_3_place_gp             0.665          2770        0.462        305
3_5_place_dp             0.668          2770        0.462        305
4_1_cts                  0.677          2770        0.462        305
5_1_grt                  0.730          2770        0.462        305
6_report                 0.663          2770        0.462        305
==> layer usage <==
metal / track usage / routed length, microns / vias up
met1: 0.254 / 2120 / 729
met2: 0.223 / 1780 / 23
met3: 0.0137 / 97 / 0
met4: 0.00179 / 0 / 0
li1: - / - / 812
met5: 0 / 0 / -
No activity file was given, so power comes from the tool's default toggle rates.
